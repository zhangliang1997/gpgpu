===== /design/flow/config.mk =====
export PLATFORM = sky130hd
export DESIGN_NAME = fp_arb
export DESIGN_NICKNAME = fp_arb
export VERILOG_FILES = /design/flow/design.v
export SDC_FILE = /design/flow/constraint.sdc
export NUM_CORES = 4
export LEC_CHECK = 1
export CORE_AREA = 10 10 70 70
export DIE_AREA = 0 0 80 80

===== /design/flow/constraint.sdc =====
current_design fp_arb

set clk_period 3.5
set clk_io_pct 0.2

create_clock -name clk0 -period $clk_period [get_ports {clk}]

set non_clock_inputs [all_inputs -no_clocks]
set_input_delay [expr $clk_period * $clk_io_pct] -clock clk0 $non_clock_inputs
set_output_delay [expr $clk_period * $clk_io_pct] -clock clk0 [all_outputs]

===== /design/flow/design.v =====
module fp_arb(
	input  clk,
	input  rst_n,
	input  req1,
	input  req2,
	input  req3,
	input  req4,
	input  busy,
	output reg [3:0] nx_arb_gnt
);
localparam  S1=4'b0001,
	    S2=4'b0010,
	    S3=4'b0100,
	    S4=4'b1000;
reg [3:0] cur_arb_gnt_r;
wire [3:0] cur_arb_gnt;
always @(posedge clk or negedge rst_n) begin
	if (~rst_n) begin
		cur_arb_gnt_r <= S1;  
	end
	else if (~busy) begin
		cur_arb_gnt_r <= nx_arb_gnt;
	end
end
assign cur_arb_gnt = cur_arb_gnt_r;
always @(*) begin
	if (~busy) begin
		case(cur_arb_gnt)	
			S1:begin 
				case(1'b1)
					req1:nx_arb_gnt = S1;
					req2:nx_arb_gnt = S2;
					req3:nx_arb_gnt = S3;
					req4:nx_arb_gnt = S4;
					default:nx_arb_gnt = S4;
				endcase
			end
			S2:begin 
				case(1'b1)
					req1:nx_arb_gnt = S1;
					req2:nx_arb_gnt = S2;
					req3:nx_arb_gnt = S3;
					req4:nx_arb_gnt = S4;
					default:nx_arb_gnt = S4;
				endcase
			end
			S3:begin 
				case(1'b1)
					req1:nx_arb_gnt = S1;
					req2:nx_arb_gnt = S2;
					req3:nx_arb_gnt = S3;
					req4:nx_arb_gnt = S4;
					default:nx_arb_gnt = S4;
				endcase
			end
			S4:begin
				case(1'b1)
					req1:nx_arb_gnt = S1;
					req2:nx_arb_gnt = S2;
					req3:nx_arb_gnt = S3;
					req4:nx_arb_gnt = S4;
					default:nx_arb_gnt = S4;
			endcase
		end
		default: nx_arb_gnt = S1;
		endcase
	end
	else begin
		nx_arb_gnt = cur_arb_gnt;
	end
end
endmodule

===== /design/flow/run.sh =====
#!/bin/bash
# OpenROAD 26Q1-2900-gdf79404cd8, Yosys 0.63+post, stock flow scripts
make -C /OpenROAD-flow-scripts/flow DESIGN_CONFIG=/design/flow/config.mk WORK_HOME=/design/flow/orfs finish

==> results_slide.txt <==
Flow Results at a Glance

Yosys
  – Yosys Warn Count: 1
  – Prevailing logic family in the synthesized netlist: AND-OR/OR-AND gates
  – Complex Gates by Area: 29.70%
  – Yosys stat chip area: between 200 and 300 um2
  – Xor/xnor share: approximately 3.5%
  – Mux cell area share after synthesis: 0%
  – Avg Cell Area, Syn: between 8 and 9 um2
  – Post-Syn Area: 252.7 um2
  – Simple Share, Synth: about a quarter
  – Post-synthesis cell count: 29
  – Ys cells: 29
  – Seq share, synth: about 40%
  – Synth unique cells: 14
  – Adder Area Share: 0%
  – Ys flops: 4

Power
  – Pwr Density: 465.1 mW/mm2
  – Pwr Total: 198.5 uW
  – Leak: 0.0001485 uW
  – Worst vdd ir: between 0.1 and 0.15 mV

Clock tree
  – Bufs on Longest Clock Path: 2
  – Skew-Pair Late Insertion Delay: between 200 and 250 ps
  – # clock sinks: 4
  – CTS tree: done
  – Num CTS Buffers: 3
  – Clock transition at the registers of the reported paths: around 40 ps
  – H-tree Lvls: 1
  – Hold_buf cts: 0
  – Post-cts resize count: 0
  – Postcts setup bufs: 0
  – Root Driver: clkbuf_4

Placement
  – Number of port buffers: 9
  – Routability cong.: between 0.7 and 0.8
  – DP HPWL: ~570 um

Floorplanning
  – FP Rows: 21
  – Die x size: roughly 80 um
  – Die Y: around 80 um
  – Core box area: about 0.0034 mm2
  – Chip Area: between 0.006 and 0.007 mm2
  – Ports: 11
  – Fp util: under 10%

GRT
  – Grt ovf: 0
  – Initial antenna violation count: 0
  – Tot GR Track Use: under 10%
  – First-pass GRT wire length: roughly 1100 um
  – Vias in the first global route: ~260
  – Largest net degree at the start of global routing: 7

Worst setup path
  – Critical path class: input pin to output port
  – Critical Path AT: about 2300 ps
  – CP max stage cell: clkdlybuf4s50_1
  – Worst Setup End Kind: output port
  – CP max FO: 5
  – R2r endpoint: cur_arb_gnt_r[3]
  – Type of origin of the critical path: input pin
  – R2R Path Start: cur_arb_gnt_r[0]
  – CP startpoint: busy
  – Register-to-register path setup slack: ~2200 ps
  – Cell mode on critical path: clkdlybuf4s50_1
  – Worst-path cell chain: clkdlybuf4s50_1 > nor2_1 > nand3b_1 > o21ai_1 > clkdlybuf4s50_1
  – CP max stage delay: ~490 ps
  – R2R depth: 3
  – Crit path to: nx_arb_gnt[2]
  – Critical Path RT: 2800 ps

Final timing
  – Setup violations, final: 0
  – Period utilisation layout: 84.53%
  – Fmax: around 0.34 GHz
  – Max-slew headroom: 72.10%
  – Slew of the pin with the lowest slew margin: about 420 ps
  – Fin. Hold Viols: 0
  – RSZ-0062 raised after global routing: no
  – Final Critical Period: ~3000 ps
  – Max Clock Skew: ~3.1 ps
  – Total Neg Setup Slack: 0 ps
  – Slew Viols, Final: 0

Layout
  – Most frequent cells in the layout: clkdlybuf4s50_1 (9), o21ai_1 (7), nand2_1 (5)
  – Top flop regs: cur_arb_gnt_r x4
  – Largest Register: cur_arb_gnt_r
  – Area delta synth->final: 68.81%
  – Fillers: 409
  – Flop area: approximately 100 um2
  – Commonest Layout Cell: clkdlybuf4s50_1
  – Max reg flops: 4
  – Multi-input gate area: around 150 um2
  – Layout cells sized above 1: between 10 and 15%

Drt
  – Drt drc: 0
  – Post-route ant nets: 0
  – Wire length per cell: between 8 and 9 um
  – Iter 0 DRT Violations: 21
  – Routed WL: just over 700 um
  – Drt pass-1 iters: 2
  – Via density per instance: 2.898
  – Vias: 255
  – Number of diodes: 0

Flow run
  – OpenROAD warnings: 26
  – Max Cap Viol: 0

Outcome
  – Run status: complete, no violations

Min path
  – Min-delay worst type: flip-flop to flip-flop
  – Min-Delay Path Depth: 2
-- through the flow --
stage	cell area, um2	std cells	setup WS [ps]	hold WS (ps)	util (%)
after global routing	426.7	88	436.8	663.6	12.49
final	426.7	88	541.5	617.6	12.49
after CTS	426.7	88	533.4	615.3	12.49
after global placement	400.4	84	564.3	610.7	11.72
after floorplan	252.7	29	1727	404.4	-
after detailed placement	400.4	84	553.4	607.5	11.72
-- cell usage after synthesis (all sizes together) --
cell	instances	share of area (%)
dfrtp	3	30
nor2	3	4.5
a211oi	1	4.9
a21oi	1	2.0
dfstp	1	10
nor2b	1	2.5
nand2	5	7.4
nand3b	1	3.0
xor2	1	3.5
o31a	2	6.9
o21ai	8	16
nor4b	2	9.4
-- report_power, final --
part | switching, uW | internal [uW] | total [uW]
clock | 20.0 | 42.9 | 62.8
combinational | 30.5 | 37.5 | 68.0
sequential | 10.9 | 56.7 | 67.6
total | 61.3 | 137 | 198
-- worst min-delay path by stage --
stage,end,start,slack [ps]
CTS,cur_arb_gnt_r[2],cur_arb_gnt_r[2],620
global route,cur_arb_gnt_r[2],cur_arb_gnt_r[2],660
finish,cur_arb_gnt_r[2],cur_arb_gnt_r[2],620
-- area by class of cell --
| class | instances | share of cell area (%) |
|---|---|---|
| clock buffers | 4 | 6.158 |
| multi-input cells | 25 | 35.48 |
| flip-flops and latches | 4 | 23.75 |
| well taps | 46 | 13.49 |
| repair buffers | 9 | 21.11 |
-- critical path, delay by kind of cell --
family | cells | cell delay, ps
buffers and inverters | 2 | 970
AOI/OAI and AO/OA | 1 | 160
and+or+nand+nor | 2 | 420
-- logic make-up (layout without fill, tap and decap cells) --
group                     count (synthesis)  in the layout
AOI/OAI and AO/OA                        12             12
and+or+nand+nor                          12             12
DFF                                       4              4
xor gates and xnor gates                  1              1
buffers and inverters                     0             13
-- routing by layer --
layer / track usage, % / wire length (um)
met5: 0 / 0
met4: 0.8803 / 19
met3: 1.364 / 82
met2: 2.087 / 212
met1: 3.206 / 398
No activity file was given, so power comes from the tool's default toggle rates.

<file path="flow/run.sh">
#!/bin/bash
# OpenROAD 26Q1-2900-gdf79404cd8, Yosys 0.63+post, stock flow scripts
make -C /OpenROAD-flow-scripts/flow DESIGN_CONFIG=/design/flow/config.mk WORK_HOME=/design/flow/orfs finish
</file>
<file path="flow/config.mk">
export PLATFORM = sky130hd
export DESIGN_NAME = rr_arb
export DESIGN_NICKNAME = rr_arb
export VERILOG_FILES = /design/flow/design.v
export SDC_FILE = /design/flow/constraint.sdc
export NUM_CORES = 4
export LEC_CHECK = 1
export CORE_AREA = 10 10 70 70
export DIE_AREA = 0 0 80 80
</file>
<file path="flow/constraint.sdc">
current_design rr_arb

set clk_period 3.7
set clk_io_pct 0.2

create_clock -name clk0 -period $clk_period [get_ports {clk}]

set non_clock_inputs [all_inputs -no_clocks]
set_input_delay [expr $clk_period * $clk_io_pct] -clock clk0 $non_clock_inputs
set_output_delay [expr $clk_period * $clk_io_pct] -clock clk0 [all_outputs]
</file>
<file path="flow/design.v">
module rr_arb(
	input  clk,
	input  rst_n,
	input  req1,
	input  req2,
	input  req3,
	input  req4,
	input  busy,
	output reg [3:0] nx_arb_gnt
);
localparam  S1=4'b0001,
	    S2=4'b0010,
	    S3=4'b0100,
	    S4=4'b1000;
reg [3:0] cur_arb_gnt_r;
wire [3:0] cur_arb_gnt;
always @(posedge clk or negedge rst_n) begin
	if (~rst_n) begin
		cur_arb_gnt_r <= S1;  
	end
	else if (~busy) begin
		cur_arb_gnt_r <= nx_arb_gnt;
	end
end
assign cur_arb_gnt = cur_arb_gnt_r;
always @(*) begin
	if (~busy) begin
		case(cur_arb_gnt)		 
			S1:begin 
				case(1'b1)
					req2:nx_arb_gnt = S2;
					req3:nx_arb_gnt = S3;
					req4:nx_arb_gnt	= S4;
					req1:nx_arb_gnt = S1;
					default:nx_arb_gnt = S1;
				endcase
			end
			S2:begin 
				case(1'b1)
					req3:nx_arb_gnt = S3;
					req4:nx_arb_gnt = S4;
					req1:nx_arb_gnt = S1;
					req2:nx_arb_gnt = S2;
					default:nx_arb_gnt = S2;
				endcase
			end
			S3:begin 
				case(1'b1)
					req4:nx_arb_gnt = S4;
					req1:nx_arb_gnt = S1;
					req2:nx_arb_gnt = S2;
					req3:nx_arb_gnt = S3;
					default:nx_arb_gnt = S3;
				endcase
			end
			S4:begin
				case(1'b1)
					req1:nx_arb_gnt = S1;
					req2:nx_arb_gnt = S2;
					req3:nx_arb_gnt = S3;
					req4:nx_arb_gnt = S4;
					default:nx_arb_gnt 	= S4;
			endcase
		end
		default: nx_arb_gnt = S1;
		endcase
	end
	else begin
		nx_arb_gnt = cur_arb_gnt;
	end
end
endmodule
</file>
==> results.json <==
{
  "crit_path_start_kind": "input port",
  "pin_count": 11,
  "cp.arrival_ps": 2700,
  "syn2layout_area_growth_pct": 35.9,
  "grt_pass1_wl_um": 1700,
  "grt_use_total_pct": 3.22,
  "ctsRootBufferMaster": "clkbuf_4",
  "crit_top_cell": "clkdlybuf4s50_1",
  "dr_total_vias": 422,
  "synthArstFlopShare_pct": 100,
  "cts-htree-levels": 1,
  "crit_type": "in2out",
  "syn_area_per_cell_um2": 7.88,
  "min_period_ps": 3440,
  "crit_chain": "clkdlybuf4s50_1 -> nor4_1 -> a221o_1 -> a32oi_1 -> o21ai_1 -> clkdlybuf4s50_1",
  "p_leak_nw": 0.204,
  "finalCritPeriodShare_pct": 92.9,
  "powerDensity_mw_per_mm2": 598,
  "clock-sinks": 4,
  "cp.depth": 6,
  "wl_per_cell_um": 9.86,
  "path_clk_slew_ps": 30,
  "topCellsByArea": "dfrtp_1 18%, a2bb2oi_1 8.4%, buf_6 8.1%",
  "path_buffers": 2,
  "initial_core_util_pct": 12.2,
  "regMostFlops": "cur_arb_gnt_r",
  "die_w_um": 80,
  "drive_above_1_share_pct": 10.9,
  "synth_area_um2": 418,
  "cts_resized": 0,
  "hold_class": "reg2reg",
  "dr.first_iter.drc_count": 8,
  "r2r-end": "cur_arb_gnt_r[2]",
  "grt_antenna_before_repair": 0,
  "min_from": "cur_arb_gnt_r[0]",
  "synth_seq_share_pct": 24.3,
  "r2r-start": "cur_arb_gnt_r[1]",
  "post_drt_via_cell_ratio": 3.84,
  "reg_top3": "cur_arb_gnt_r x4",
  "fmax_mhz": 291,
  "core_mm2": 0.00342,
  "synth-area-yosys_um2": 418,
  "synth_area_leader_cell": "dfrtp_1",
  "dp_hpwl_um": 865,
  "r2r_cells": 4,
  "yosysCellCount": 53,
  "drt-pass1-iter-count": 4,
  "fin_tns_setup_ps": 0,
  "insertedDiodeCount": 0,
  "cp_top_family": "buffers and inverters",
  "edf_count": 0,
  "cts_buffers": 3,
  "cts_hold_buf": 0,
  "tightest_slew_ps": 494,
  "critPathCapture": "nx_arb_gnt[2]",
  "ys_ff": 4,
  "maxCapViolCount": 0,
  "gp_congestion": 0.827,
  "synth_warnings": 1,
  "cp-end-kind": "primary output",
  "finalHoldViolations": 0,
  "drv_slew": 0,
  "die_area_mm2": 0.00640,
  "vdd_drop_max_mv": 0.256,
  "fin_skew_ps": 9.09,
  "ff_type": "dfrtp_1",
  "routed_wl_um": 1090,
  "yosys.area.top_type_share_pct": 18.0,
  "cpPeakStageDelay_ps": 490,
  "drtAntennaViolNets": 0,
  "crit_start": "req2",
  "largest_reg_flops": 4,
  "cts_tree": "done",
  "drc_errors": 0,
  "max-slew-margin-rel_pct": 66.8,
  "status": "complete, no violations",
  "rsz0062_at_grt": "false",
  "worstPathMaxFanout": 3,
  "netlist_instances": 53,
  "top_cell": "nand2_1",
  "first_global_vias": 373,
  "rows": 21,
  "port_buffers": 10,
  "die_h_um": 80,
  "reg2reg_slack_ps": 2130,
  "common_cells": "6 x nand2_1, 5 x o21ai_1, 4 x a2bb2oi_1, 4 x nand3_1",
  "grt_max_degree": 12,
  "gr-total-overflow": 0,
  "post-cts-setup-buffers": 0,
  "warnings": 25,
  "required_ps": 2960,
  "utilization_pct": 16.6,
  "clk_latency_ps": 230,
  "synth_cell_types": 25,
  "setup_viol": 0,
  "clock_path_buffers": 2,
  "slowest_stage": "nor4_1"
}
worst reg2reg max path, stage by stage, from the launching register on:
cell and delay (ps):
dfrtp_1 460, nor4_1 500, a221o_1 230, a32oi_1 150, o21ai_1 160
layout make-up:
| type | count | area (um^2) |
|---|---|---|
| Tap cell | 46 | 57.6 |
| Sequential cell | 4 | 101 |
| Fill cell | 410 | 2850 |
| Inverter | 2 | 7.51 |
| Multi-Input combinational cell | 44 | 275 |
| Timing Repair Buffer | 10 | 100 |
| Clock buffer | 4 | 26.3 |
power breakdown:
| group | leakage [nW] | switching [mW] | internal (mW) |
|---|---|---|---|
| registers | 0.0516 | 0.0337 | 0.0634 |
| clock network | 0.0150 | 0.0173 | 0.0404 |
| logic | 0.137 | 0.0804 | 0.105 |
| total | 0.204 | 0.131 | 0.208 |
layer usage:
metal,global-route usage [%],routed length (um)
met3,1.59,96
met5,0,0
met2,3.61,374
met4,0.352,0
met1,5.19,614
logic make-up after synthesis:
family	after synthesis	share of synthesized area (%)
flops	4	24.3
simple gates	26	35.3
compound gates	18	30.5
buf+inv	5	9.88
worst min path at each step:
stage,endpoint,slack (ps),depth (start not counted)
CTS,cur_arb_gnt_r[0],610,2
global route,cur_arb_gnt_r[0],650,2
finish,cur_arb_gnt_r[0],610,2
stage by stage:
step / hold WS (ps) / worst slack (ps) / area [um^2] / cells / power (mW)
2_1_floorplan: 444 / 1440 / 418 / 53 / 0.237
3_3_place_gp: 600 / 285 / 542 / 106 / 0.278
3_5_place_dp: 608 / 321 / 542 / 106 / 0.281
4_1_cts: 610 / 290 / 568 / 110 / 0.344
5_1_grt: 652 / 49.3 / 568 / 110 / 0.375
6_report: 615 / 264 / 568 / 110 / 0.340
cell usage in the layout (no fill, tap or decap):
master           instances
dfstp_2                  1
a221o_2                  1
and2b_1                  1
nand4b_1                 1
a2bb2oi_1                4
inv_1                    2
a221o_1                  1
o21ai_1                  5
clkdlybuf4s50_1         10
clkbuf_4                 3
nor2_2                   1
o211a_1                  1
nor2b_1                  2
nor2_1                   3
o211ai_1                 1
clkbuf_1                 1
nand3_1                  4
and2b_4                  1
nand2b_1                 1
nand3b_1                 2
nor3b_1                  2
nor4_1                   2
a21oi_1                  2
a32oi_1                  1
dfrtp_1                  3
o21ai_0                  2
nand2_1                  6
Power figures rest on the tool's default switching activity, not on a simulated workload.
